$ cat design/flow/design.v
module t5_back( 
   rd0d, rd0a, mwre,
   iwb_dat, xopc, xfn3, xstb, dwb_dti, xsel, malu, srst, sclk, sena
   );
   parameter XLEN = 32;
   output [31:0] rd0d;
   output [4:0]      rd0a;
   output 	     mwre;
   input [11:7]      iwb_dat;   
   input [6:2] 	     xopc;
   input [14:12]     xfn3;   
   input [1:0] 	     xstb;
   input [31:0]      dwb_dti;
   input [3:0] 	     xsel;   
   input [31:0]      malu;   
   input 	     srst, sclk, sena;   
   wire 	     btype = xopc[6] & !xopc[4] & !xopc[2]; 
   wire 	     stype = !xopc[6] & xopc[5] & !xopc[4];  
   assign rd0a = mrd;
   reg [6:2] 	     mopc;
   always @(posedge sclk)
     if (srst) begin
	mopc <= 5'h0D;	
     end else if (sena) begin
	mopc <= xopc;	
     end
   reg [XLEN-1:0]    dext;
   always @(posedge sclk)
     if (srst) begin
	dext <= {XLEN{1'b0}};
     end else if (sena) begin
	case (xsel)
	  4'h1: begin
	     dext[7:0] <= dwb_dti[7:0];
	     dext[XLEN-1:8] <= (xfn3[14]) ? 24'd0 : {24{dwb_dti[7]}};	   
	  end
	  4'h2: begin
	     dext[7:0] <= dwb_dti[15:8];
	     dext[XLEN-1:8] <= (xfn3[14]) ? 24'd0 : {24{dwb_dti[15]}};	   
	  end
	  4'h4: begin
	     dext[7:0] <= dwb_dti[23:16];
	     dext[XLEN-1:8] <= (xfn3[14]) ? 24'd0 : {24{dwb_dti[23]}};	   
	  end
	  4'h8: begin
	     dext[7:0] <= dwb_dti[31:24];
	     dext[XLEN-1:8] <= (xfn3[14]) ? 24'd0 : {24{dwb_dti[31]}};	   
	  end
	  4'h3: begin
	     dext[15:0] <= dwb_dti[15:0];
	     dext[XLEN-1:16] <= (xfn3[14]) ? 16'd0 : {16{dwb_dti[15]}}; 
	  end
	  4'hC: begin
	     dext[15:0] <= dwb_dti[31:16];
	     dext[XLEN-1:16] <= (xfn3[14]) ? 16'd0 : {16{dwb_dti[31]}}; 
	  end
	  4'hF: begin
	     dext <= dwb_dti;	   
	  end
	  default: dext <= 32'hX;	
	endcase  
     end
   reg [XLEN-1:0] dmux;
   assign rd0d = dmux;   
   always @( dext or malu or mopc) begin
      dmux = (mopc == 5'd0) ? dext : malu;      
   end   
   reg [4:0] 	     drd, xrd, mrd;   
   always @(posedge sclk)
     if (srst) begin
	drd <= 5'h0;
	mrd <= 5'h0;
	xrd <= 5'h0;
     end else if (sena) begin
	mrd <= xrd;
	xrd <= drd;
	drd <= iwb_dat[11:7];	
     end
   reg mwre;   
   always @(posedge sclk)
     if (srst) begin
	mwre <= 1'b1;	
     end else if (sena) begin
	mwre <= ~&xstb & |xrd & !stype & !btype;	
     end
endmodule  
$ cat design/flow/run.sh
#!/bin/bash
# OpenROAD 26Q1-2900-gdf79404cd8, Yosys 0.63+post, stock flow scripts
make -C /OpenROAD-flow-scripts/flow DESIGN_CONFIG=/design/flow/config.mk WORK_HOME=/design/flow/orfs finish
$ cat design/flow/config.mk
export PLATFORM = sky130hd
export DESIGN_NAME = t5_back
export DESIGN_NICKNAME = t5_back
export VERILOG_FILES = /design/flow/design.v
export SDC_FILE = /design/flow/constraint.sdc
export NUM_CORES = 4
export LEC_CHECK = 1
export CORE_UTILIZATION = 50
$ cat design/flow/constraint.sdc
current_design t5_back

set clk_period 4.3
set clk_io_pct 0.2

create_clock -name clk0 -period $clk_period [get_ports {sclk}]

set non_clock_inputs [all_inputs -no_clocks]
set_input_delay [expr $clk_period * $clk_io_pct] -clock clk0 $non_clock_inputs
set_output_delay [expr $clk_period * $clk_io_pct] -clock clk0 [all_outputs]
==> results.cfg <==
; yosys + openroad results
[logic_synthesis]
largest_area_cell = dfxtp_1
syn_area_per_cell_um2 = 9.645
ys_area_um2 = 3009
ys_async_sr_fraction = 0
ys_cells = 312
synthTopCellsByArea = dfxtp_1 (35%), mux2_2 (11%), a311oi_2 (10%)
synth_cell_types = 42
synth_cells = 312
syn_area_um2 = 3009
synth-edff-count = 0
ff_type = dfxtp_1
yosys.area.top_type_share = 0.3526
synth_seq_share = 0.3526
ys.flops = 53
ys_warn_count = 1

[place]
dpl.hpwl_um = 5755
place_ws_ns = 0.9230
portBuffers = 121
place_area_um2 = 4177
gp_congestion = 0.9553

[final_timing]
timing.setup.tns_ns = 0
worst_pin_slew_ns = 0.7878
setup_viol = 0
slew-limit-headroom = 0.4748
hold_ws_ns = 0.4891
finalCriticalPeriod_ns = 3.512
rsz0062_at_grt = false
final_hold_viol_count = 0
fmax_mhz = 284.7
report.final.slew_viol_count = 0
layout_setup_ws_ns = 0.7876
period_used_share = 0.8168
fin_skew_ns = 0.001121

[critical_path]
start_kind = flop
cp.arrival_ns = 2.65
crit_family = simple AND/OR/NAND/NOR gates
worstPathRequired_ns = 3.44
cp_max_fo = 25
cp_slowest_stage_delay_ns = 0.55
worst_r2r_path_depth = 3
cp-end-kind = primary output
cp.buffers_inverters = 2
path_cells = or4_1, nor2_2, buf_12, mux2_2, clkdlybuf4s50_1
cpMaxStageDelayCell = or4_1
rrSetupSlack_ns = 2.80
worst_r2r_endpoint = mwre
r2r_start = xrd[1]
worst-setup-path-type = flop to primary output
critPathLaunch = mopc[2]

[power_and_ir_drop]
power_leakage_nw = 1.560
powerDensity_nw_per_um2 = 268.7
finalPower_mw = 1.152
ir_drop_v = 0.0001538

[routing]
drc = 0
drt_iter0_markers = 107
ant_nets = 0
avgRoutedWirePerCell_um = 15.73
routed-via-count = 2766
firstDrtPassIters = 5
diodes = 0
wirelength_um = 7691
via_per_inst = 5.656

[finish]
final_cell_mix = clkdlybuf4s50_1 (119), dfxtp_1 (53), nor2_1 (49)
syn_to_final_growth_pct = 42.54
layout.cells.most_common = clkdlybuf4s50_1
seq_area_um2 = 1061
drive_gt1_frac = 0.1823
design_area_um2 = 4289
mi_logic_area_um2 = 1774
nFillCells = 416

[hold_path]
holdPathEnd = dext[5]
whs_path_depth = 2
hold_path.startpoint = dext[5]
min_path_type = flop to flop

[clock_tree]
clkLatencyLatePin_ns = 0.30
cts_setup_buffers = 0
postCtsHoldBufs = 0
cts_made_buffers = 5
cts_tree = done
post_cts_resize_count = 0
clock_path_buffers = 2
cts_sinks = 53
cts-root-buf = clkbuf_8
htree_levels = 2
clk_pin_slew_ns = 0.10

[global_route]
grt_overflow = 0
track_usage = 0.2497
antenna_found_initial = 0
grt_pass1_vias = 2508
grt_pass1_wl_um = 12190
grt_start_max_net_pins = 54

[flow_run]
max_cap_violations = 0
warnings = 28

[floorplanning]
die_x_um = 79.58
rows = 27
die-area_um2 = 6332
fp_util = 0.5334
die_h_um = 79.58
core-area_um2 = 5642
ios = 124

[outcome]
status = complete, no violations
[worst max-delay path by stage]
stage	end	slack, ns	depth (start not counted)
5_1_grt	rd0d[13]	0.67	5
6_report	rd0d[27]	0.79	5
4_1_cts	rd0d[27]	0.77	5
[sequential cells by signal, summed over array words and instances (netlist names)]
register	cells
dext	32
drd	5
mopc	5
mrd	5
mwre	1
xrd	5
[Yosys cell counts, drive strengths merged (2+ instances only)]
library cell,n
mux2,32
or2,3
or4,3
a32oi,8
buf,17
a211oi,2
a22o,15
clkbuf,9
nand2,34
a21oi,10
dfxtp,53
and2,2
a311oi,31
a211o,3
nor2,52
mux2i,18
inv,2
nor2b,5
[through the flow]
step | instances | util
2_1_floorplan | 312 | -
3_3_place_gp | 481 | 0.7403
3_5_place_dp | 481 | 0.7403
4_1_cts | 489 | 0.7603
5_1_grt | 489 | 0.7603
6_report | 489 | 0.7603
[worst min-delay path: stages (launching register included)]
cell	delay [ns]
dfxtp_1	0.32
nor2_1	0.08
a311oi_1	0.05
[layer usage]
layer	GRT usage	vias up	wire length, um
li1	-	1375	-
met1	0.3933	1284	3747
met3	0.03248	7	471
met5	0	-	0
met4	0.02727	0	68
met2	0.3838	100	3404
[logic make-up after synthesis]
family | share of synthesized area
and+or+nand+nor | 0.1509
AOI/OAI and AO/OA | 0.2590
DFF | 0.3526
buffers and inverters | 0.05780
muxes | 0.1796
[area by class of cell]
type | count | share of cell area
sequential | 53 | 0.2474
timing repair buffer | 125 | 0.2900
clock inverter | 3 | 0.01021
tap | 72 | 0.02100
clock buffer | 5 | 0.01604
multi-input combinational | 229 | 0.4137
inverter | 2 | 0.001750
[report_power, final]
| group | leakage [nW] | total [mW] | internal (mW) | switching [mW] |
|---|---|---|---|---|
| sequential | 0.437 | 0.538 | 0.522 | 0.0162 |
| combinational | 1.06 | 0.267 | 0.162 | 0.105 |
| clock | 0.0585 | 0.347 | 0.175 | 0.173 |
Power and IR drop assume default switching activity.
