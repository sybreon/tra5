==> design/flow/design.v <==
module t5_ctrl ( 
   dfn3, dfn7, dop1, dop2, dcp1, dcp2, mpc, xpc, dopc, xepc, dexc,
   dcsr, dsub, dbra, djmp, rs1a, rs2a,
   fpc, iwb_dat, rs2d, rs1d, fhart, sclk, srst, sena, sexe
   );
   parameter XLEN = 32;
   output [14:12] dfn3;
   output [31:25] dfn7;   
   output [31:0]  dop1, dop2;
   output [31:0]  dcp1, dcp2;
   output [31:2]  mpc, xpc;
   output [6:2]   dopc;
   output [31:2]  xepc;   
   output 	  dexc, dcsr, dsub, dbra, djmp;		  
   output [4:0]   rs1a, rs2a;   
   input [31:2]   fpc;
   input [31:0]   iwb_dat;
   input [31:0]   rs2d, rs1d;
   input [1:0] 	  fhart;
   input 	  sclk, srst, sena, sexe;
   wire [31:0] 	  ireg = iwb_dat;
   wire [6:2] 	  opc = ireg[6:2];
   wire 	  rv32 = ireg[1] & ireg[0];
   wire 	  btype = opc[6] & !opc[4] & !opc[2]; 
   wire 	  stype = !opc[6] & opc[5] & !opc[4];  
   wire 	  utype = !opc[6] & !opc[3] & opc[2];  
   wire 	  jtype = opc[6] & opc[3] & opc[2];  
   wire 	  rtype = !opc[6] & opc[5] & opc[4] & !opc[2];
   wire 	  itype = (!opc[5] & !opc[2]) | (opc == 5'b11001);
   wire 	  ctype = opc[6] & opc[4] & |ireg[13:12];
   wire 	  etype = opc[6] & opc[4] & ~|ireg[13:12];
   reg 		  dexc, dcsr, dsub, dbra, djmp;   
   always @(posedge sclk)
     if (srst) begin
	dbra <= 1'h0;
	dcsr <= 1'h0;
	dexc <= 1'h0;
	djmp <= 1'h0;
	dsub <= 1'h0;
     end else if (sena) begin
	dexc <= etype;
	dcsr <= ctype;
	dsub <= btype | (rtype & (ireg[13] | ireg[30])) | (itype & ireg[13]);
	dbra <= btype;
	djmp <= jtype | (itype & opc[6]);	
     end
   assign rs1a = ireg[19:15];
   assign rs2a = ireg[24:20];   
   reg [31:0]    imm;
   always @( btype or ireg or itype or jtype or stype
	    or utype) begin
      case ({itype,stype})
	2'b10: imm[0] = ireg[20];
	2'b01: imm[0] = ireg[7];
	2'b00: imm[0] = 1'b0;
	default: imm[0] = 1'bX;
      endcase  
      case ({(itype|jtype),(stype|btype)})
	2'b10: imm[4:1] = ireg[24:21];
	2'b01: imm[4:1] = ireg[11:8];
	2'b00: imm[4:1] = 4'h0;	
	default: imm[4:1] = 4'hX;	
      endcase  
      case (utype)
	1'b1: imm[10:5] = 6'd0;
	default: imm[10:5] = ireg[30:25];	
      endcase  
      case ({(utype|jtype),(utype|btype)})
	2'b10: imm[11] = ireg[20];  
	2'b01: imm[11] = ireg[7];  
	2'b11: imm[11] = 1'b0;	 
	default: imm[11] = ireg[31]; 
      endcase  
      case (utype|jtype)
	1'b1: imm[19:12] = ireg[19:12];
	default: imm[19:12] = {8{ireg[31]}};	
      endcase  
      case(utype)
	1'b1: imm[30:20] = ireg[30:20];
	default: imm[30:20] = {11{ireg[31]}};	
      endcase  
      imm[31] = ireg[31];            
   end
   reg [31:0]    dop1, dop2;
   reg [31:0] 	 dcp1, dcp2;
   always @(posedge sclk)
     if (srst) begin
	dcp1 <= 32'h0;
	dcp2 <= 32'h0;
	dop1 <= 32'h0;
	dop2 <= 32'h0;
     end else if (sena & rv32) begin
	dcp1 <= (stype | itype | etype) ? rs1d : {fpc,2'd0};
	dcp2 <= (ctype | etype) ? {ireg[31:15],15'hX} : imm;  
	dop1 <= (rtype | itype | btype | ctype) ? rs1d : 32'd0;	
	dop2 <= (rtype | stype | btype) ? rs2d : imm;		
     end
   reg [14:12] dfn3;
   reg [31:25] dfn7;
   reg [6:2]   dopc;
   always @(posedge sclk)
     if (srst) begin
	dopc <= 5'h0D;	
	dfn3 <= 3'h0;
	dfn7 <= 7'h0;
     end else if (sena & rv32) begin
	dopc <= ireg[6:2];
	dfn3 <= ireg[14:12];
	dfn7 <= ireg[31:25];
     end
   reg [31:2]    dpc, xpc, mpc;
   reg [31:2]    xepc, depc;   
   wire [31:2]   npc = fpc[31:2] + 1;  
   always @(posedge sclk)
     if (srst) begin
	depc <= 30'h0;
	dpc <= 30'h0;
	mpc <= 30'h0;
	xepc <= 30'h0;
	xpc <= 30'h0;
     end else if (sena & rv32) begin
	mpc <= xpc;
	xpc <= dpc;
	dpc <= npc;	
	xepc <= depc;	
	depc <= fpc[31:2];	
     end	 
endmodule  
==> design/flow/run.sh <==
#!/bin/bash
# OpenROAD 26Q1-2900-gdf79404cd8, Yosys 0.63+post, stock flow scripts
make -C /OpenROAD-flow-scripts/flow DESIGN_CONFIG=/design/flow/config.mk WORK_HOME=/design/flow/orfs finish
==> design/flow/config.mk <==
export PLATFORM = sky130hd
export DESIGN_NAME = t5_ctrl
export DESIGN_NICKNAME = t5_ctrl
export VERILOG_FILES = /design/flow/design.v
export SDC_FILE = /design/flow/constraint.sdc
export NUM_CORES = 4
export LEC_CHECK = 1
export CORE_UTILIZATION = 30
==> design/flow/constraint.sdc <==
current_design t5_ctrl

set clk_period 10.3
set clk_io_pct 0.2

create_clock -name clk0 -period $clk_period [get_ports {sclk}]

set non_clock_inputs [all_inputs -no_clocks]
set_input_delay [expr $clk_period * $clk_io_pct] -clock clk0 $non_clock_inputs
set_output_delay [expr $clk_period * $clk_io_pct] -clock clk0 [all_outputs]
==> flow_summary.toml <==
# yosys + openroad results
[routing]
dr.pass1.iters = 5
vias = 11025
drt-vias-per-instance = 4.946
postRouteAntennaNets = 0
wl_mm = 41.36
wl_per_cell_um = 18.56
drtIter0Drc = 467
drc = 0

[yosys]
yosys-stat-area_sq_um = 11690
synth_stat.cells = 1387
netlist_instances = 1387
synthDistinctLibCells = 51
avgSynthCellArea_sq_um = 8.428
ys.flop_type = "dfxtp_1"
ys_warn_count = 1
edf_count = 0
postSynthSeqShare_pct = 50.86
synthArstFlopShare_pct = 0
ys_ff = 297
syn_area_sq_um = 11690

[power]
p_sw_mw = 0.6609
p_per_area_nw_per_um2 = 162.0
swShare_pct = 24.25
clkPwrFrac_pct = 45.3
peakVddDrop_uv = 107.6
p_leak_nw = 5.798
seqPwrFrac_pct = 44.1
p_int_mw = 2.065
comb_power_share_pct = 10.7

[timing]
worst_slew_pin_slew_ps = 866.9
fmax_mhz = 189.6
finalMaxSlewViolations = 0
finClkSkew_ps = 6.739
hold_ws_ps = 449.4
tns_ps = 0
min_period_ps = 5274
relSlewSlack_pct = 41.68
fin_crit_sh_pct = 51.21
rsz0062_at_grt = "false"
setup_violations = 0
final-hold-violation-count = 0

[worst_setup_path]
crit_family = "buffers and inverters"
slowest_delay_ps = 630
crit_top_cell = "clkdlybuf4s50_1"
cp_max_fo = 5
slowest_stage = "clkdlybuf4s50_1"
worstPathCellList = "clkdlybuf4s50_1, clkdlybuf4s50_1"
ff2ff_setup_slack_ps = 9540
crit_buf_inv = 2
critPathKind = "in2out"
critPathLaunchType = "primary input"
end_kind = "output port"
cp.required_ps = 8240
cp.arrival_ps = 3210

[floorplan]
core_area_sq_um = 38020
die_w_um = 199.4
chipArea_sq_um = 39760
dieHeight_um = 199.4
pin_count = 380
rows = 71
initCoreUtil_pct = 30.75

[place]
io_buffer_count = 376
post-place-cells = 2167
place_hpwl_mm = 28.61
placed_cell_area_sq_um = 15680
gp_congestion = 0.8851

[clock_network]
cts_setup_buffers = 0
cts_made_buffers = 35
cts-root-buf = "clkbuf_16"
cts_sinks = 297
cts_max_level = 2
cts.hold.buffers_added = 0
clk_pin_slew_ps = 60
cts_tree = "done"
clk_latency_ps = 510
clockBufferDepth = 3
cts_resized = 0

[global_routing]
grt_max_degree = 83
grtUsageTotal_pct = 20.99
grt_pass1_vias = 10132
grt.overflow.total = 0
grt_pass1_wl_mm = 61.85
antenna_found_initial = 1

[flow_run]
max_cap_violations = 0
tool_warnings = 28

[finish]
instances_no_fill = 2229
fill_cells = 3725
final_area_sq_um = 16830
final_common_cell = "clkdlybuf4s50_1"
drive_gt1_share_pct = 5.591
most-common-layout-cells = "clkdlybuf4s50_1, nand2_1, dfxtp_1, a21oi_1, nor2_1"
syn2layout_area_growth_pct = 43.97
fin_util_pct = 44.26

[min_path]
min_path_type = "reg2reg"

[outcome]
status = "finished, final reports clean"
## through the flow
stage | power (mW) | setup WS (ps)
global placement | 1.515 | 4610
detailed placement | 1.517 | 4587
finish | 2.726 | 5026
global route | 2.833 | 4886
floorplan | 1.353 | 6082
CTS | 2.760 | 5038
## cells by family after synthesis
family,count (synthesis),synth area share (%)
multiplexers,33,2.826
AND-OR/OR-AND,354,19.49
AND/OR/NAND/NOR,542,19.43
buffers and inverters,133,5.266
XOR/XNOR,27,2.023
flip-flops,297,50.86
adder cells (fa/ha/maj),1,0.1070
## flip-flops by register name (all words and copies together) (netlist names), 7 cells and up
register / flops
dcp1: 32
dcp2: 31
depc: 30
dfn7: 7
dop1: 32
dop2: 32
dpc: 30
mpc: 30
xepc: 30
xpc: 30
## final cells by class
| type | instances | area (sq um) | share of cell area, % |
|---|---|---|---|
| sequential | 297 | 5946 | 35.33 |
| multi-input combinational | 957 | 5156 | 30.64 |
| timing repair buffer | 395 | 3910 | 23.23 |
| clock buffer | 49 | 1020 | 6.059 |
| tap | 511 | 639.4 | 3.799 |
| clock inverter | 12 | 130.1 | 0.7732 |
| inverter | 7 | 26.28 | 0.1561 |
| antenna | 1 | 2.502 | 0.01487 |
## cells in the mapped netlist, types with 7 or more instances
| cell | number | share of area [%] |
|---|---|---|
| a22oi_1 | 7 | 0.45 |
| dfxtp_1 | 297 | 51 |
| a21oi_1 | 162 | 6.9 |
| xnor2_1 | 16 | 1.2 |
| a31o_2 | 10 | 0.75 |
| nor2_1 | 106 | 3.4 |
| nor3_1 | 22 | 0.94 |
| o21ai_0 | 29 | 1.2 |
| nand2_1 | 331 | 11 |
| buf_4 | 12 | 0.77 |
| nand3_1 | 32 | 1.4 |
| clkbuf_1 | 77 | 2.5 |
| a311oi_1 | 9 | 0.67 |
| mux2i_1 | 33 | 2.8 |
| nand3b_1 | 13 | 0.83 |
| a22o_1 | 45 | 3.4 |
| a211oi_1 | 64 | 4.1 |
| buf_2 | 27 | 1.2 |
| xor2_1 | 11 | 0.82 |
## power by group through the flow
stage         Combinational, mW  Sequential [mW]  Clock, mW
finish                    0.291             1.20       1.23
global route              0.317             1.20       1.31
CTS                       0.293             1.20       1.27
## worst paths after layout
| path | cells after the start | from | end |
|---|---|---|---|
| max | 2 | iwb_dat[21] | rs2a[1] |
| min | 2 | depc[2] | xepc[2] |
| max reg2reg | 2 | dpc[13] | dpc[13] |
| min reg2reg | 2 | depc[2] | xepc[2] |
## metal layers
layer | GRT usage, % | routed length, um | vias to the layer above
met5 | 0 | 0 | -
met4 | 5.457 | 1132 | 0
met3 | 4.063 | 2702 | 69
met2 | 31.41 | 18720 | 341
met1 | 31.62 | 18810 | 5206
li1 | - | - | 5409
## worst reg2reg max path: cells and delay by family (launching register included)
kind | cells | cell delay (ps)
DFF | 1 | 420
and+or+nand+nor | 2 | 260
Power is estimated from default activity; no workload was simulated.
