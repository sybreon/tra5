--- /design/flow/config.mk ---
export PLATFORM = sky130hd
export DESIGN_NAME = t5_regs
export DESIGN_NICKNAME = t5_regs
export VERILOG_FILES = /design/flow/design.v
export SDC_FILE = /design/flow/constraint.sdc
export NUM_CORES = 4
export LEC_CHECK = 1
export CORE_UTILIZATION = 50
export SYNTH_MEMORY_MAX_BITS = 65536
--- /design/flow/constraint.sdc ---
current_design t5_regs

set clk_period 18.3
set clk_io_pct 0.2

create_clock -name clk0 -period $clk_period [get_ports {sclk}]

set non_clock_inputs [all_inputs -no_clocks]
set_input_delay [expr $clk_period * $clk_io_pct] -clock clk0 $non_clock_inputs
set_output_delay [expr $clk_period * $clk_io_pct] -clock clk0 [all_outputs]
--- /design/flow/run.sh ---
#!/bin/bash
# OpenROAD 26Q1-2900-gdf79404cd8, Yosys 0.63+post, stock flow scripts
make -C /OpenROAD-flow-scripts/flow DESIGN_CONFIG=/design/flow/config.mk WORK_HOME=/design/flow/orfs finish
--- /design/flow/design.v ---
module dpram ( 
   dat_o, xdat_o,
   adr_i, dat_i, wre_i, xadr_i, clk_i, ena_i
   ) ;
   parameter AW = 5;  
   parameter DW = 2;  
   output [DW-1:0] dat_o;  
   input [AW-1:0]  adr_i;
   input [DW-1:0]  dat_i;
   input 	   wre_i;
   output [DW-1:0] xdat_o;  
   input [AW-1:0]  xadr_i;
   input 	   clk_i, 
		   ena_i;
   reg [DW-1:0]    rRAM [(1<<AW)-1:0];
   always @(posedge clk_i)
     if (wre_i & ena_i) rRAM[adr_i] <= dat_i;	
   assign 	   dat_o = rRAM[adr_i];
   assign 	   xdat_o = rRAM[xadr_i];   
endmodule  
module t5_gprf( 
   rs2d, rs1d,
   sclk, rs2a, rs1a, rd0d, rd0a, mwre, mhart, fhart
   );
   parameter XLEN = 32;
   localparam AW = 7;   
   output [XLEN-1:0]	rs1d;			 
   output [XLEN-1:0]	rs2d;			 
   input [1:0]		fhart;			 
   input [1:0]		mhart;			 
   input		mwre;			 
   input [4:0]		rd0a;			 
   input [XLEN-1:0]	rd0d;			 
   input [4:0]		rs1a;			 
   input [4:0]		rs2a;			 
   input		sclk;			 
   dpram #( 
	   .AW				(AW),			  
	   .DW				(XLEN))			  
   rs1 ( 
	.dat_o				(),			  
	.xdat_o				(rs1d[XLEN-1:0]),	  
	.adr_i				({mhart[1:0],rd0a[4:0]}),  
	.dat_i				(rd0d[XLEN-1:0]),	  
	.wre_i				(mwre),			  
	.xadr_i				({fhart[1:0],rs1a[4:0]}),  
	.clk_i				(sclk),			  
	.ena_i				(1'b1));			  
   dpram #( 
	   .AW				(AW),			  
	   .DW				(XLEN))			  
   rs2 ( 
	.dat_o				(),			  
	.xdat_o				(rs2d[XLEN-1:0]),	  
	.adr_i				({mhart[1:0],rd0a[4:0]}),  
	.dat_i				(rd0d[XLEN-1:0]),	  
	.wre_i				(mwre),			  
	.xadr_i				({fhart[1:0],rs2a[4:0]}),  
	.clk_i				(sclk),			  
	.ena_i				(1'b1));			  
endmodule  
module t5_regs ( 
   rs2d, rs1d,
   sclk, rs2a, rs1a, rd0d, rd0a, mwre, mhart, fhart
   );
   parameter XLEN = 32;
   output [XLEN-1:0]	rs1d;			 
   output [XLEN-1:0]	rs2d;			 
   input [1:0]		fhart;			 
   input [1:0]		mhart;			 
   input		mwre;			 
   input [4:0]		rd0a;			 
   input [XLEN-1:0]	rd0d;			 
   input [4:0]		rs1a;			 
   input [4:0]		rs2a;			 
   input		sclk;			 
   t5_gprf
     #( 
       .XLEN				(XLEN))
   gprf
     ( 
      .rs1d				(rs1d[XLEN-1:0]),
      .rs2d				(rs2d[XLEN-1:0]),
      .fhart				(fhart[1:0]),
      .mhart				(mhart[1:0]),
      .mwre				(mwre),
      .rd0a				(rd0a[4:0]),
      .rd0d				(rd0d[XLEN-1:0]),
      .rs1a				(rs1a[4:0]),
      .rs2a				(rs2a[4:0]),
      .sclk				(sclk));
endmodule  
==> impl_metrics.yaml <==
# physical design summary
logic_synthesis:
  avgSynthCellArea_um2: 24.6
  top_cell_area_share_pct: 65.6
  yosys-stat-cells: 7634
  yosys.area.top_type: "edfxtp_1"
  synth_cells: 7634
  ys_ff: 4096
  ys_warn_count: 1
  synth_cell_types: 18
  top_cells_by_area: "edfxtp_1, mux4_2, clkbuf_1, mux2_2, buf_2"
  ys_seq_share_pct: 65.6
  synth_chip_area_um2: 187000
  netlist_area_um2: 187000
timing:
  setup_viol: 0
  finalCritPeriodShare_pct: 68.3
  rsz0062_at_grt: "false"
  finalSetupTns_ns: 0
  fmaxAchievable_mhz: 80.0
  min_period_ns: 12.50
  hold_viol_final: 0
  slew_viol_final: 0
  max_slew.worst_pin.slew_ns: 0.866
  slew_headroom_pct: 42.1
clocking:
  numCtsBuffers: 431
  cts_buffer_depth: 4
  clk_pin_slew_worst_paths_ns: 0.06
  cts_setup_buffers: 0
  clock-root-buffer: "clkbuf_16"
  cts_tree: "built"
  cts_num_sinks: 4096
  hold_buffers: 0
  cts-resized-gates: 0
  htree_levels: 5
detailed_routing:
  vias_per_cell: 7.00
  ant_nets: 0
  routed_wl_mm: 570
  drc: 0
  drtPass1Iterations: 7
  highest_layer: "met5"
  drt_iter0_drc: 6611
  met1Wirelength_mm: 154
  avgRoutedWirePerCell_um: 42.8
  dr_wl_met3_mm: 119
  num_vias: 93400
  wl_met2_mm: 273
place:
  io_buffers: 116
  place_congestion: 0.885
  dp_hpwl_mm: 342
pwr:
  p_per_area_nw_per_um2: 98.5
  pwr-share-comb_pct: 8.2
  switching_share_pct: 22.2
  clkPwrFrac_pct: 41.8
  p_total_w: 0.0208
  ir_worst_vdd_mv: 0.0915
  total_leakage_power_nw: 63.9
  p_int_w: 0.0161
  power_frac_seq_pct: 50.0
  p_switching_w: 0.00461
setup_path:
  path_buffers: 5
  worstPathMaxFanout: 66
  critPathTopFamily: "buffers and inverters"
  critPathLaunchType: "input port"
  critPathArrivalTime_ns: 8.84
  path_cells: "buf_8 > buf_4 > buf_4 > buf_4 > mux4_2 > mux4_2 > mux4_2 > mux2_2 > clkdlybuf4s50_1"
  required_ns: 14.64
  slowest_delay_ns: 0.76
  endpoint_kind: "output pin"
  crit_type: "input port to output pin"
  cp_slowest_cell: "buf_4"
grt:
  grt_pass1_wl_mm: 806
  grt_start_max_net_pins: 88
  antenna_found_initial: 40
  gr-total-overflow: 0
  grt_pass1_vias: 107000
  grtUsageTotal_pct: 35.3
layout:
  area_growth_syn_to_layout_pct: 12.3
  drive_gt1_share_pct: 47.4
floorplanning:
  die_w_um: 614
  core-area_um2: 373000
  initCoreUtil_pct: 50.3
  ios: 117
  chipArea_um2: 377000
  fp.dieH_um: 614
  rows: 224
run_status:
  outcome: "complete, no violations"
job:
  warnings: 26
  drv_cap: 0
hold_path:
  min-delay-path-class: "input port to register"
## through the flow
stage	hold slack, ns	cells	util [%]	area, um^2	worst slack (ns)
after floorplan	3.76	7634	-	187000	8.36
after global placement	3.96	12500	52.8	197000	5.77
after detailed placement	3.97	12500	52.8	197000	5.80
after CTS	2.93	13300	56.5	211000	5.80
after global routing	2.98	13300	56.5	211000	5.53
final	3.00	13300	56.5	211000	5.80
## flip-flops by register name, indices dropped and copies added, names as in the netlist
name and count:
gprf.rs2.rRAM 4064, gprf.rs1.rRAM 32
## cell usage in the layout, fill, tap and decap left out, drive strengths merged, types with 2 or more instances in the layout
cell           count
clkdlybuf4s50     72
nor2             129
nand2             13
clkinv           194
clkbuf           530
mux4            2688
bufinv            44
mux2              64
edfxtp          4096
nand3             10
nand4              3
buf              465
nor3               4
clkinvlp          15
nor2b              6
inv               12
nand2b             2
diode             18
## cell type report
| type | count | area, um^2 |
|---|---|---|
| flip-flops and latches | 4096 | 123000 |
| repair buffers | 538 | 4540 |
| diodes | 18 | 45.0 |
| fillers | 26500 | 162000 |
| inverters | 1 | 3.75 |
| well taps | 4972 | 6220 |
| clock buffers | 529 | 11400 |
| multi-input cells | 2921 | 62900 |
| clock inverters | 264 | 2440 |
## metal layers
layer | vias up | track usage, %
met2 | 7496 | 49.4
li1 | 35900 | -
met3 | 1152 | 30.8
met5 | - | 1.35
met1 | 48700 | 41.8
met4 | 39 | 10.4
## power by group through the flow
stage | Combinational [W] | Clock (W) | Sequential [W]
finish | 0.00171 | 0.00867 | 0.0104
CTS | 0.00171 | 0.00879 | 0.0104
global route | 0.00181 | 0.00913 | 0.0104
## path summary, 6_finish.rpt
| kind | endpoint | slack [ns] | start | cells past startpoint |
|---|---|---|---|---|
| max | rs2d[5] | 5.80 | rs2a[2] | 9 |
| min | gprf.rs2.rRAM[39][0] | 3.00 | rd0d[0] | 1 |
## kinds of logic (layout without fill, tap and decap cells)
family,Yosys count,after routing,share of synthesized area [%]
other,0,18,0
multiplexers,2752,2752,32.7
buffers and inverters,617,1332,1.35
flip-flops,4096,4096,65.6
AND/OR/NAND/NOR,169,169,0.366
## Yosys cell counts
cell / count
edfxtp_1: 4096
mux4_2: 2688
clkbuf_1: 355
nor2_1: 129
buf_1: 127
buf_2: 120
mux2_2: 64
nand2_1: 13
buf_4: 11
nand3_1: 10
nor2b_1: 6
nor3_1: 4
buf_6: 3
nand4_1: 3
nand2b_1: 2
inv_1: 1
nand4b_1: 1
or3_1: 1
No activity file was given, so power comes from the tool's default toggle rates.
